<file path="/design/flow/run.sh">
#!/bin/bash
# OpenROAD 26Q1-2900-gdf79404cd8, Yosys 0.63+post, stock flow scripts
make -C /OpenROAD-flow-scripts/flow DESIGN_CONFIG=/design/flow/config.mk WORK_HOME=/design/flow/orfs finish
</file>
<file path="/design/flow/config.mk">
export PLATFORM = sky130hd
export DESIGN_NAME = MAC_4_bit
export DESIGN_NICKNAME = MAC_4_bit
export VERILOG_FILES = /design/flow/design.v
export SDC_FILE = /design/flow/constraint.sdc
export NUM_CORES = 4
export LEC_CHECK = 1
export CORE_AREA = 10 10 98 98
export DIE_AREA = 0 0 108 108
</file>
<file path="/design/flow/constraint.sdc">
current_design MAC_4_bit

set clk_period 4.5
set clk_io_pct 0.2

create_clock -name clk0 -period $clk_period [get_ports {clk}]

set non_clock_inputs [all_inputs -no_clocks]
set_input_delay [expr $clk_period * $clk_io_pct] -clock clk0 $non_clock_inputs
set_output_delay [expr $clk_period * $clk_io_pct] -clock clk0 [all_outputs]
</file>
<file path="/design/flow/design.v">
`timescale 1ns / 1ps
module MAC_4_bit(f,i,j,clk,rst);
    input [3:0]i,j;
    input clk,rst;
    output [8:0]f;
    wire [7:0]m,a;
    wire [8:0]t;
    wire ca1;
    wmul_4_bit multiply(m,i,j);
    csa_8_bit adder(a,ca1,m,t[7:0],t[8]);
    buf_9_bit accmulator(t,{ca1,a},clk,rst);
    assign f = t;
endmodule
module buf_9_bit(q,d,clk,rst);
    input [8:0]d;
    input clk,rst;
    output [8:0]q;
        d_ff buffer0(q[0],d[0],clk,rst);
        d_ff buffer1(q[1],d[1],clk,rst);
        d_ff buffer2(q[2],d[2],clk,rst);
        d_ff buffer3(q[3],d[3],clk,rst);
        d_ff buffer4(q[4],d[4],clk,rst);
        d_ff buffer5(q[5],d[5],clk,rst);   
        d_ff buffer6(q[6],d[6],clk,rst);
        d_ff buffer7(q[7],d[7],clk,rst);
        d_ff buffer8(q[8],d[8],clk,rst);
endmodule
module d_ff(q,d,clk,rst);
    input d,clk,rst;
    output reg q;
    always @(posedge clk or negedge rst)
    begin
        if(!rst)
            q <= 1'b0; 
        else 
            q <= d; 
    end
endmodule 
module csa_8_bit(sum,cout,a,b,cin);
    input [7:0]a,b;
    input cin;
    output [7:0]sum;
    output cout;
    wire [7:0]s,c;
    wire [6:0]t;
    full_adder adder0(s[0],c[0],a[0],b[0],cin);
    full_adder adder1(s[1],c[1],a[1],b[1],cin);
    full_adder adder2(s[2],c[2],a[2],b[2],cin);
    full_adder adder3(s[3],c[3],a[3],b[3],cin);
    full_adder adder4(s[4],c[4],a[4],b[4],cin);
    full_adder adder5(s[5],c[5],a[5],b[5],cin);
    full_adder adder6(s[6],c[6],a[6],b[6],cin);
    full_adder adder7(s[7],c[7],a[7],b[7],cin);
    assign sum[0] = s[0];
    half_adder adder8(sum[1],t[0],c[0],s[1]);
    full_adder adder9(sum[2],t[1],c[1],s[2],t[0]);
    full_adder adder10(sum[3],t[2],c[2],s[3],t[1]);
    full_adder adder11(sum[4],t[3],c[3],s[4],t[2]);
    full_adder adder12(sum[5],t[4],c[4],s[5],t[3]);
    full_adder adder13(sum[6],t[5],c[5],s[6],t[4]);
    full_adder adder14(sum[7],t[6],c[6],s[7],t[5]);
    half_adder adder15(cout, ,c[7],t[6]);
endmodule
module wmul_4_bit(c,a,b);
    input [3:0]a,b;
    output [7:0]c;
    reg p[3:0][3:0];
    wire s0,s1,s2,s3,s4,s5,s6,s7,s8,s9,s10,s11;
    wire c0,c1,c2,c3,c4,c5,c6,c7,c8,c9,c10,c11;
    integer i,j;
    always @ (a or b)
    begin
        for(i=0;i<=3;i=i+1)
            for(j=0;j<=3;j=j+1)
                p[j][i] <= a[j]&b[i];
     end 
     half_adder adder1(s0,c0,p[0][1],p[1][0]);
     full_adder adder2(s1,c1,p[0][2],p[1][1],p[2][0]);
     full_adder adder3(s2,c2,p[0][3],p[1][2],p[2][1]);
     half_adder adder4(s3,c3,p[1][3],p[2][2]);
     half_adder adder5(s4,c4,s1,c0);
     full_adder adder6(s5,c5,s2,c1,p[3][0]);
     full_adder adder7(s6,c6,s3,c2,p[3][1]);
     full_adder adder8(s7,c7,p[2][3],c3,p[3][2]);
     half_adder adder9(s8,c8,s5,c4);
     full_adder adder10(s9,c9,s6,c5,c8);
     full_adder adder11(s10,c10,s7,c6,c9);
     full_adder adder12(s11,c11,p[3][3],c7,c10);
     assign c[0] = p[0][0];
     assign c[1] = s0;
     assign c[2] = s4;
     assign c[3] = s8;
     assign c[4] = s9;
     assign c[5] = s10;
     assign c[6] = s11;
     assign c[7] = c11;
endmodule
module full_adder(sum,carry,a,b,c);
    output sum,carry;
    input a,b,c;
    wire w1,w2,w3;
    half_adder adder1(w1,w2,a,b);
    half_adder adder2(sum,w3,w1,c);
    or(carry,w2,w3);
endmodule
module half_adder(sum,carry,a,b);
    output sum,carry;
    input a,b;
    xor(sum,a,b);
    and(carry,a,b);
endmodule
</file>
==> flow_summary.toml <==
# yosys + openroad results
[logic_synthesis]
syn_avg_cell_area_um2 = 10.8
ys_seq_share_pct = 22.2
ys.flops = 9
syn-instance-count = 94
synth_area_um2 = 1010
ys_types = 8
ys_chip_area_um2 = 1010
yosys_warnings = 4
yosys-stat-cells = 94

[final_timing]
maxClockFrequency_ghz = 0.213
hold_viol = 0
setup_slack_ps = -191
rsz0062_at_grt = "true"
fin_worst_skew_ps = 1.81
finalCritPeriodShare_pct = 104
fin_crit_ps = 4690
whs_ps = 553
slew_headroom_pct = 73.4
setup_viol = 2
tightest_slew_ps = 397
slew_violations = 0

[power]
total_power_mw = 0.815
p_clk_share_pct = 11.0
p_per_area_nw_per_um2 = 580
peakVddDrop_mv = 0.200
switchingPower_mw = 0.322
pwr-share-seq_pct = 21.3
p_comb_share_pct = 67.8
leakagePower_nw = 0.639
netSwitchingFraction_pct = 39.5
p_int_mw = 0.493

[finish]
regArea_um2 = 225
drive_above_1_share_pct = 32.5
fin_area_um2 = 1400
final_util_pct = 18.4
syn_to_final_growth_pct = 38.7
fill_cells = 814
logic_area_um2 = 661

[drt]
diodes = 0
routedWlPerCell_um = 7.84
vias_per_cell = 2.81
drtAntennaViolNets = 0
drt_first_iter_violations = 14
num_vias = 607
drc_errors = 0
routed_wl_um = 1690
dr.pass1.iters = 2

[clocking]
cts_root_buffer = "clkbuf_8"
cts_htree_levels = 1
clkLatencyLatePin_ps = 230
cts_made_buffers = 3
cts.sinks = 9
path_clk_slew_ps = 40
cts_tree = "done"
clock_path_buffers = 2
holdBufCountCts = 0

[floorplanning]
fp_util_pct = 13.2
num_rows = 32
die_y_um = 108
ios = 19
chipArea_um2 = 11700
core_um2 = 7650
die_w_um = 108

[grt]
overflow = 0
grtUsageTotal_pct = 3.41
grt_pass1_wl_um = 3240
antenna_found_initial = 0
grt_pass1_vias = 749
grt_max_degree = 10

[worst_setup_path]
crit_slowest_cell = "fa_1"
cp_max_fo = 4
crit_arrival_ps = 4850
crit_chain = "buf_8 > nand2_8 > fa_1 > fa_1 > inv_2 > ha_4 > inv_2 > fa_2 > fa_2 > fa_1 > fa_1 > inv_2 > fa_2 > fa_2"
critPathRequiredTime_ps = 4660
start_kind = "input pin"
cpPeakStageDelay_ps = 560
cp-end-kind = "flop"
critPathKind = "in2reg"

[hold_path]
hp-class = "reg2reg"

[placed_design]
place_area_um2 = 1350
dp_hpwl_um = 1640
gp_congestion = 0.782
io_buffers = 18

[status]
violations = "negative setup slack"
status = "finished, violations left"

[job]
openroad.warnings = 28
drv_cap = 0
cell usage after synthesis:
library cell  instances  area (um^2)
and2_1               11         68.8
buf_4                 9         67.6
dfrtp_1               9          225
fa_1                 22          440
ha_1                  5         62.6
inv_1                32          120
nand2_1               5         18.8
xnor2_1               1         8.76
final timing paths:
kind                                 startpoint              endpoint  slack, ps  depth (start not counted)
setup reg to reg           accmulator.buffer8.q  accmulator.buffer7.q        750                         10
hold / removal             accmulator.buffer0.q  accmulator.buffer0.q        550                          1
hold reg to reg            accmulator.buffer0.q  accmulator.buffer0.q        550                          1
max in group asynchronous                   rst  accmulator.buffer8.q       3250                          1
setup / recovery                           j[1]  accmulator.buffer7.q       -190                         14
min in group asynchronous                   rst  accmulator.buffer0.q        970                          1
power groups by stage:
stage         clock network (mW)  registers, mW  logic [mW]
global route               0.100          0.182       0.677
CTS                       0.0932          0.176       0.585
finish                    0.0895          0.173       0.552
routing by layer:
layer	wire length, um	global-route usage (%)
met5	0	0
met4	52	0.763
met3	115	0.964
met2	899	6.12
met1	625	3.91
final cells by class:
| class | count | area share [%] |
|---|---|---|
| well taps | 102 | 9.09 |
| clock buffers | 4 | 3.21 |
| repair buffers | 25 | 16.0 |
| multi-input cells | 44 | 47.1 |
| flip-flops and latches | 9 | 16.0 |
| inverters | 32 | 8.56 |
flip-flops by register name, indices dropped and copies added (netlist names):
signal                flops
accmulator.buffer7.q      1
accmulator.buffer2.q      1
accmulator.buffer4.q      1
accmulator.buffer1.q      1
accmulator.buffer0.q      1
accmulator.buffer6.q      1
accmulator.buffer3.q      1
accmulator.buffer5.q      1
accmulator.buffer8.q      1
critical path: cells and delay by family:
family        cells  cell delay (ps)
fa+ha+maj         9             3670
buf+inv           4              240
simple gates      1               40
cell usage in the layout, fill, tap and decap left out:
cell,count
inv_1,27
fa_2,9
clkbuf_8,3
inv_2,5
ha_4,1
nand2_2,2
clkbuf_1,1
buf_8,2
buf_4,8
nand2_8,1
and2_4,2
fa_1,13
ha_1,4
buf_6,1
buf_2,3
clkdlybuf4s50_1,10
nand2_1,2
and2_1,9
xnor2_1,1
dlygate4sd2_1,1
dfrtp_1,9
per-stage QoR:
step	instances	setup slack (ps)	TNS [ps]
after floorplan	94	-281	-551
after global placement	211	-1030	-3020
after detailed placement	211	-1050	-3070
after CTS	216	-209	-414
after global routing	216	-314	-622
final	216	-191	-378
timing repair:
item,4_1_cts,5_1_grt
pin swaps,19,0
endpoints found under the setup margin,4,2
setup buffers,1,0
gates cloned,0,0
gates resized,40,1
hold endpoints to repair,0,0
kinds of logic (layout without fill, tap and decap cells):
kind of cell             Yosys count  count (layout)  synth area share [%]
buffers and inverters             41              61                  18.5
adder cells (fa/ha/maj)           27              27                  49.7
AND/OR/NAND/NOR                   16              16                  8.65
flip-flops                         9               9                  22.3
XOR/XNOR                           1               1                 0.865
Power figures rest on the tool's default switching activity, not on a simulated workload.
